[design.v]
module Robo (  
	output reg advance, turn, collect,
	input head, left, barrier, under, clock, reset
);
    reg [2:0] state = 3'b111; 
    reg [2:0] future_state = 3'b000;
    reg  under_reset = 1'b0;
    always @(posedge clock) begin
        if(reset) begin
            state <= 3'b000;
            under_reset <= 1'b1;
        end
        else begin
            state <= future_state;
            under_reset <= ~1'b1;
        end
    end
    always @(*) begin
        case (state)
            3'b000: begin
                if(head == 1'b1 && left == 1'b0 && under == 1'b1 && barrier == 1'b0 && under_reset == 1'b1)
                begin
                    turn = 1'b1;
                    advance = ~1'b1;
                    collect = ~1'b1;
                    future_state = 3'b000;
                end
                if(head == 1'b0 && under == 1'b1 && barrier == 1'b1 && under_reset == 1'b1)
                begin
                    turn = ~1'b1;
                    advance = ~1'b1;
                    collect = 1'b1;
                    future_state = 3'b001;
                end
                if(head == 1'b0 && left == 1'b1 && under == 1'b1 && barrier == 1'b0 && under_reset == 1'b1)
                begin
                    turn = ~1'b1;
                    advance = 1'b1;
                    collect = ~1'b1;
                    future_state = 3'b010;
                end
                if(head == 1'b0 && left == 1'b0 && under == 1'b1 && barrier == 1'b0 && under_reset == 1'b1)
                begin
                    turn = ~1'b1;
                    advance = 1'b1;
                    collect = ~1'b1;
                    future_state = 3'b011;
                end
            end
            3'b001: begin
                if(under == 1'b0 && barrier == 1'b1)
                begin
                    turn = ~1'b1;
                    advance = ~1'b1;
                    collect = 1'b1;
                    future_state = 3'b001;
                end
                if(head == 1'b0 && left == 1'b0 && under == 1'b0 && barrier == 1'b0)
                begin
                    turn = ~1'b1;
                    advance = 1'b1;
                    collect = ~1'b1;
                    future_state = 3'b011;
                end
                if(head == 1'b0 && left == 1'b1 && under == 1'b0 && barrier == 1'b0)
                begin
                    turn = ~1'b1;
                    advance = 1'b1;
                    collect = ~1'b1;
                    future_state = 3'b010;
                end                
            end
            3'b010: begin
                if(under == 1'b1)
                begin
                    turn = ~1'b1;
                    advance = ~1'b1;
                    collect = ~1'b1;
                    future_state = 3'b000;
                end
                if(head == 1'b0 && left == 1'b1 && under == 1'b0 && barrier == 1'b0)
                begin
                    turn = ~1'b1;
                    advance = 1'b1;
                    collect = ~1'b1;
                    future_state = 3'b010;
                end
                if(under == 1'b0 && barrier == 1'b1)
                begin
                    turn = ~1'b1;
                    advance = ~1'b1;
                    collect = 1'b1;
                    future_state = 3'b001;
                end
                if(head == 1'b1 && under == 1'b0 && barrier == 1'b0)
                begin
                    turn = 1'b1;
                    advance = ~1'b1;
                    collect = ~1'b1;
                    future_state = 3'b011;
                end
                if(head == 1'b0 && left == 1'b0 && under == 1'b0 && barrier == 1'b0)
                begin
                    turn = 1'b1;
                    advance = ~1'b1;
                    collect = ~1'b1;
                    future_state = 3'b011;
                end
            end
            3'b011: begin
                if(head == 1'b0 && left == 1'b0 && under == 1'b0 && barrier == 1'b0)
                begin
                    turn = ~1'b1;
                    advance = 1'b1;
                    collect = ~1'b1;
                    future_state = 3'b011;
                end
                if(under == 1'b1)
                begin
                    turn = ~1'b1;
                    advance = ~1'b1;
                    collect = ~1'b1;
                    future_state = 3'b000;
                end
                if(head == 1'b0 && left == 1'b1 && under == 1'b0 && barrier == 1'b0)
                begin
                    turn = ~1'b1;
                    advance = 1'b1;
                    collect = ~1'b1;
                    future_state = 3'b010;
                end
                if(head == 1'b1 && under == 1'b0 && barrier == 1'b0)
                begin
                    turn = 1'b1;
                    advance = ~1'b1;
                    collect = ~1'b1;
                    future_state = 3'b100;
                end
                if(head == 1'b0 && under == 1'b0 && barrier == 1'b1)
                begin
                    turn = ~1'b1;
                    advance = ~1'b1;
                    collect = 1'b1;
                    future_state = 3'b001;
                end
            end
            3'b100: begin
                if(head == 1'b0 && left == 1'b1 && under == 1'b0 && barrier == 1'b0)
                begin
                    turn = ~1'b1;
                    advance = 1'b1;
                    collect = ~1'b1;
                    future_state = 3'b010;
                end
                if(head == 1'b1 && under == 1'b0 && barrier == 1'b0)
                begin
                    turn = 1'b1;
                    advance = ~1'b1;
                    collect = ~1'b1;
                    future_state = 3'b100;
                end
                if(head == 1'b1 && under == 1'b0 && barrier == 1'b0)
                begin
                    turn = 1'b1;
                    advance = ~1'b1;
                    collect = ~1'b1;
                    future_state = 3'b100;
                end
                if(under == 1'b0 && barrier == 1'b1)
                begin
                    turn = ~1'b1;
                    advance = ~1'b1;
                    collect = 1'b1;
                    future_state = 3'b001;
                end
            end
            default: begin
                turn = ~1'b1;
                advance = ~1'b1;
                collect = ~1'b1;
                future_state = 3'b000;
            end
        endcase
    end
endmodule
[run.sh]
#!/bin/bash
# OpenROAD 26Q1-2900-gdf79404cd8, Yosys 0.63+post, stock flow scripts
make -C /OpenROAD-flow-scripts/flow DESIGN_CONFIG=/design/flow/config.mk WORK_HOME=/design/flow/orfs finish
[config.mk]
export PLATFORM = sky130hd
export DESIGN_NAME = Robo
export DESIGN_NICKNAME = Robo
export VERILOG_FILES = /design/flow/design.v
export SDC_FILE = /design/flow/constraint.sdc
export NUM_CORES = 4
export LEC_CHECK = 1
export CORE_AREA = 10 10 79 79
export DIE_AREA = 0 0 89 89
[constraint.sdc]
current_design Robo

set clk_period 1.0
set clk_io_pct 0.2

create_clock -name clk0 -period $clk_period [get_ports {clock}]

set non_clock_inputs [all_inputs -no_clocks]
set_input_delay [expr $clk_period * $clk_io_pct] -clock clk0 $non_clock_inputs
set_output_delay [expr $clk_period * $clk_io_pct] -clock clk0 [all_outputs]
==> out/qor.csv <==
metric,value,unit
FF/Latch Area,170,um2
Synth Register Bits,10,
largest net degree at the start of global routing,15,
Distinct lib cells used,33,
number of enable flip-flop cells,0,
Routed WL per cell,10.5,um
Antenna Violating Nets Remaining,0,
initial antenna violation count,0,
Synth top area share,15.3,%
asr flop ratio synth,0,%
crit path max fanout,4,
Slowest cell on crit path,clkdlybuf4s50_1,
Initial Util,12.6,%
register pins left without a clock,6,
PortBufs,8,
placed cells,128,
most common library cells after synthesis,"nand2_1 (7), dlxtn_1 (6), nor2_1 (6)",
CP cell instances,"clkdlybuf4s50_1, nor2b_1",
Worst IR Drop VDD,319,uV
slowest cell delay on critical path,510,ps
cts bufs inserted,3,
critical path data arrival time,780,ps
CTS tree,built,
setup violators final,0,
Die Y,89,um
Final Hold Vio Count,0,
WHS Endpoint,under_reset,
number of detailed-route iterations in the first pass,4,
"delay-heaviest family, CP",buffers and inverters,
endpoints left unconstrained,9,
outcome,finished clean,
layout cell share with drive strength beyond 1,14.3,%
vias in the first global route,545,
initial drt markers,91,
area growth from synthesis to layout,23.0,%
final setup TNS,0,ps
synthesized cell area,588,um2
Total GRT Usage,3.81,%
Gate Area,357,um2
Vias,530,
crit start category,input port,
Worst setup EP type,register,
Final Non-Filler Cells,131,
Synth area leader,dlxtn_1,
Yosys Chip Area,588,um2
RSZ-0062 raised after global routing,false,
Hold Crit Depth,1,
Tool Warnings,25,
Leak,0.245,nW
Filler Cells Inserted,509,
FP Rows,25,
# diodes,0,
die width,89,um
CORE AREA,4660,um2
worst slew pin tran,490,ps
max_cap viols,0,
H-tree levels,1,
Setup Buffers After CTS,0,
Post-CTS Resized,0,
CP Data Required Time,1100,ps
residual DRC count,0,
HPWL Detailed,1.03,mm
Setup CP Type,input port to register,
Post-Syn Instances,73,
final core utilization,15.5,%
total power divided by cell area,962,nW/um2
count of boundary I/O pins,9,
first-pass GRT wire length,2.55,mm
die area,7920,um2
"Top FF cell, synth",dlxtn_1,
Hold Path Class,input port to register,
worst rel slew slack,67.2,%
biggest area cells,"dlxtn_1 (15%), dfxtp_1 (14%), buf_6 (5.7%)",
Placer Congestion,0.839,
Routed WL,1.38,mm
Max Freq,1.48,GHz
total gr overflow,0,
Hold Crit Start,reset,
ys cells,73,
Slew Limit Fails,0,
Max clock buf depth,2,
YS warnings,1,
"count leader, synth",nand2_1,
clock transition at the registers of the reported paths,30,ps
WP buf/inv,1,
Post-CTS Hold Buffers,0,
min Tclk post-route,676,ps
Vias/cell,4.05,
root buffer cell,clkbuf_8,
Mapped Avg Cell Area,8.06,um2
fin crit share,67.6,%
-- cell type report --
type | count | share of cell area (%)
clock buffers | 3 | 5.71
repair buffers | 8 | 11.1
multi-input cells | 54 | 49.3
flip-flops and latches | 10 | 23.5
inverters | 2 | 1.04
well taps | 54 | 9.34
-- where the power goes --
group | switching, W | internal [W] | total [W]
Sequential | 0.0000139 | 0.000199 | 0.000213
Clock | 0.0000728 | 0.000256 | 0.000328
Combinational | 0.0000836 | 0.0000704 | 0.000154
Total | 0.000170 | 0.000525 | 0.000696
-- sequential cells by signal, summed over array words and instances, names as in the netlist --
signal,count
under_reset,1
advance,1
turn,1
collect,1
future_state,3
state,3
-- layer usage --
metal	wire length, um	track usage (%)	vias to the layer above
met5	0	0	-
met4	9	0.578	0
met3	40	0.551	2
met2	644	6.05	8
met1	685	5.45	249
li1	-	-	271
-- cell families after synthesis --
| group | count (synthesis) | share of synthesized area [%] |
|---|---|---|
| buf+inv | 9 | 10.4 |
| flops | 4 | 13.6 |
| compound gates | 22 | 27.7 |
| simple gates | 32 | 33.0 |
| latches | 6 | 15.3 |
-- placed cells by master (no fill, tap or decap), types with 2 or more instances in the layout --
cell type and instances:
clkdlybuf4s50_1 8, nand2_1 7, nor2_1 6, dlxtn_1 6, nand2b_1 5, a21oi_1 4
dfxtp_1 4, o21ai_1 3, nor2b_1 3, clkbuf_8 3, nand3_1 2, a211oi_2 2
nor3_1 2, a211oi_1 2, o32ai_1 2
-- metrics by stage --
step	hold slack, ps	power [W]	cell area, um2	setup slack, ps
2_1_floorplan	228	0.000322	588	664
3_3_place_gp	741	0.000372	682	114
3_5_place_dp	745	0.000369	682	105
4_1_cts	524	0.000702	723	323
5_1_grt	561	0.000749	723	272
6_report	525	0.000696	723	324
-- worst max-delay path by stage --
stage,from,endpoint,slack [ps],depth (start not counted)
4_1_cts,reset,state[1],320,2
6_report,reset,state[1],320,2
5_1_grt,reset,state[0],270,2
Power and IR drop assume default switching activity.
